**flow/run.sh**
```bash
#!/bin/bash
# OpenROAD 26Q1-2900-gdf79404cd8, Yosys 0.63+post, stock flow scripts
make -C /OpenROAD-flow-scripts/flow DESIGN_CONFIG=/design/flow/config.mk WORK_HOME=/design/flow/orfs finish
```
**flow/config.mk**
```make
export PLATFORM = sky130hd
export DESIGN_NAME = CHIP
export DESIGN_NICKNAME = CHIP
export VERILOG_FILES = /design/flow/design.v
export SDC_FILE = /design/flow/constraint.sdc
export NUM_CORES = 4
export LEC_CHECK = 1
export CORE_UTILIZATION = 50
```
**flow/design.v**
```verilog
module memory(clk, wen, a, d, q);
    parameter BITS = 32;
    parameter word_depth = 32;
    parameter addr_width = 5;  
    input clk, wen;  
    input [BITS-1:0] d;
    input [addr_width-1:0] a;
    output [BITS-1:0] q;
    reg [BITS-1:0] mem [0:word_depth-1];
    reg [BITS-1:0] mem_nxt [0:word_depth-1];
    integer i;
    assign q = wen ? d : mem[a];
    always @(*) begin
        for (i=0; i<word_depth; i=i+1)
            mem_nxt[i] = (wen && (a == i)) ? d : mem[i];
    end
    always @(posedge clk) begin
        for (i=0; i<word_depth; i=i+1)
            mem[i] <= mem_nxt[i];
    end
endmodule
module CHIP(clk,
            rst_n,
            mem_wen_D,
            mem_addr_D,
            mem_wdata_D,
            mem_rdata_D,
            mem_addr_I,
            mem_rdata_I
    );
    input         clk, rst_n ;
    output        mem_wen_D  ;   
    output [31:0] mem_addr_D ;   
    output [31:0] mem_wdata_D;   
    input  [31:0] mem_rdata_D;   
    output [31:0] mem_addr_I ;   
    input  [31:0] mem_rdata_I;   
    wire ctrlSignal [0:9];
    wire [1:0] ALUOp; 
    wire [31:0] rData1,rData2,Imm,ALUData2,MemAddr,wData,wDataFin;
    wire [31:0] AddrNext,AddrJalPre,AddrJalrPre,AddrFin;
    wire [3:0] alu_ctrl;
    wire zero,BandZ,BandZorJ;
    reg [31:0] PC;
    reg [31:0] PC_next;
    wire bne;
    assign bne = mem_rdata_I[20] & ~zero & ctrlSignal[2];
    assign AddrFin = (ctrlSignal[0])?AddrJalrPre:((zero&ctrlSignal[2])|ctrlSignal[1]|bne)?AddrJalPre:AddrNext;
    assign ALUData2 = (ctrlSignal[6])?Imm:rData2;
    assign wData = (ctrlSignal[8])?{AddrNext}:wDataFin;
    assign mem_wen_D = ctrlSignal[5];
    assign mem_addr_D = MemAddr;
    assign mem_wdata_D = {rData2[7:0],rData2[15:8],rData2[23:16],rData2[31:24]};
    assign wDataFin = (ctrlSignal[4])?{mem_rdata_D[7:0],mem_rdata_D[15:8],mem_rdata_D[23:16],mem_rdata_D[31:24]}:MemAddr;
    assign mem_addr_I = PC;
    assign AddrNext = PC[31:0] + 32'd4;        
    assign AddrJalPre = PC + Imm;
    assign AddrJalrPre = MemAddr;
    always @(*) begin
        PC_next = AddrFin;
    end
    always @(posedge clk) begin
        PC <= PC_next;
        if (!rst_n) PC <= 32'b0;
    end
    Reg_File RF(.rs1({{mem_rdata_I[11:8]},mem_rdata_I[23]}),
                .rs2({mem_rdata_I[0],{mem_rdata_I[15:12]}}),
                .wData(wData),
                .rd({{mem_rdata_I[19:16]},mem_rdata_I[31]}),
                .rData1(rData1),
                .rData2(rData2),
                .Reg_write(ctrlSignal[7]),
                .clk(clk),
                .rst_n(rst_n)
                );
    ALU alu(.rd1(rData1),
            .rd2(ALUData2),
            .out1(MemAddr),
            .ALU_Ctrl(alu_ctrl),
            .Zero(zero)
            );
    ALU_Ctrl aluCtrl(   .ALUOp(ALUOp),
                        .ins({{mem_rdata_I[6]},{mem_rdata_I[22:20]}}),
                        .ctrl(alu_ctrl)
                    );
    ImmGen immGen(  .input_reg({{mem_rdata_I[7:0]},{mem_rdata_I[15:8]},{mem_rdata_I[23:16]},{mem_rdata_I[31:24]}}),
                    .output_reg(Imm)
                    );
    CTRL ctrl(  .ins({mem_rdata_I[30:24]}),
                .Jalr(ctrlSignal[0]),
                .Jal(ctrlSignal[1]),
                .Branch(ctrlSignal[2]),
                .MemRead(ctrlSignal[3]),
                .MemtoReg(ctrlSignal[4]),
                .ALUOp(ALUOp),
                .MemWrite(ctrlSignal[5]),
                .ALUSrc(ctrlSignal[6]),
                .RegWrite(ctrlSignal[7]),
                .Jin(ctrlSignal[8]),
                );
endmodule
module Reg_File( rs1,
                rs2,
                wData,
                rd,
                rData1,
                rData2,
                Reg_write,
                clk,
                rst_n
    );
    input [4:0] rs1,rs2,rd;
    input [31:0] wData;
    input Reg_write,clk,rst_n;
    output [31:0] rData1,rData2;
    reg [31:0] Rreg [0:31];
    reg [31:0] Wreg [0:31];
    integer i ;
    assign rData1 = Rreg[rs1];
    assign rData2 = Rreg[rs2];
    always @(*) begin
      for(i=0;i<32;i=i+1)begin
        Wreg[i] = Rreg[i];  
      end
      if (Reg_write) Wreg[rd] = wData;
    end
    always @(posedge clk) begin
        if (!rst_n) begin
            for (i=0;i<32;i=i+1) begin
                Rreg[i] <= 32'b0;
            end
        end
        Rreg[0] <=32'b0;
        for(i=1;i<32;i=i+1)begin
            Rreg[i] <= Wreg[i];
        end
    end
endmodule
module ALU( rd1,
            rd2,
            out1,
            ALU_Ctrl,
            Zero
    );
    input [31:0] rd1,rd2;
    input [3:0] ALU_Ctrl;
    output Zero;
    output reg [31:0] out1;
    wire [31:0] andWire, orWire, addWire, subWire, sltWire,logicShiftLeftWire;
    wire [31:0] logicShiftRightWire, arithShiftRightWire,xorWire;
    assign andWire = rd1 & rd2;
    assign orWire = rd1 | rd2;
    assign addWire = $signed(rd1) + $signed(rd2);
    assign subWire = $signed(rd1) - $signed(rd2);
    assign sltWire = (subWire[31])?32'b1:32'b0; 
    assign logicShiftLeftWire = rd1 << rd2;
    assign logicShiftRightWire = rd1 >> rd2;
    assign arithShiftRightWire = rd1 >>> rd2;
    assign xorWire = rd1 ^ rd2;
    assign Zero = ($signed(rd1) == $signed(rd2))?1'b1:1'b0;
    always @(*) begin
        case(ALU_Ctrl)
            4'b0000: out1 = andWire;
            4'b0001: out1 = orWire;
            4'b0010: out1 = addWire;
            4'b0011: out1 = logicShiftLeftWire;  
            4'b0100: out1 = logicShiftRightWire;  
            4'b0101: out1 = arithShiftRightWire;  
            4'b0110: out1 = subWire;
            4'b0111: out1 = sltWire;
            4'b1000: out1 = xorWire;  
            default: out1 = 32'b0;
        endcase
    end
endmodule
module CTRL(ins,
            Jalr,
            Jal,
            Branch,
            MemRead,
            MemtoReg,
            ALUOp,
            MemWrite,
            ALUSrc,
            RegWrite,
            Jin
    );
    input [6:0] ins;
    output reg Jin,Jal,Jalr,Branch,MemRead,MemtoReg,MemWrite,ALUSrc,RegWrite;
    output reg [1:0] ALUOp;
    always @(*)begin
        {Jal,Jalr,Branch,MemRead,MemtoReg,MemWrite,ALUSrc,RegWrite,Jin,Itype} = 10'b0;
        ALUOp = 2'b0;
        case(ins) 
            7'b0110011: begin                 
                        ALUOp = ins[4:3];
                        RegWrite = 1'b1;
                        end
            7'b0100011: begin
                        MemWrite = 1'b1;      
                        ALUSrc = 1'b1;
                        end
            7'b0000011: begin
                        MemRead = 1'b1;       
                        MemtoReg = 1'b1;
                        ALUSrc = 1'b1;
                        RegWrite = 1'b1;
                        end
            7'b1101111: begin                
                        Jal = 1'b1;
                        Jin = 1'b1;
                        RegWrite = 1'b1;
                        end
            7'b1100111: begin                
                        Jalr = 1'b1;
                        Jin = 1'b1;
                        RegWrite = 1'b1;
                        ALUSrc = 1'b1;
                        end
            7'b1100011: begin                
                        ALUOp = ins[4:3];
                        Branch = 1'b1;
                        end
            7'b0010011: begin  
                        ALUOp = ins[4:3];
                        RegWrite = 1'b1;
                        end
        endcase
    end 
endmodule
module ImmGen(  input_reg,
                output_reg
    );
    input [31:0] input_reg;
    output reg [31:0] output_reg;
    always @(*) begin
        output_reg = 32'b0;
        case(input_reg[6:0])         
            7'b0000011: begin        
                        output_reg = {{20{input_reg[31]}},{input_reg[31:20]}};
                        end
            7'b1100111: begin        
                        output_reg = {{20{input_reg[31]}},{input_reg[31:20]}};
                        end
            7'b0100011: begin        
                        output_reg = {{20{input_reg[31]}},{input_reg[31:25]},{input_reg[11:7]}};
                        end
            7'b1100011: begin        
                        output_reg = {{20{input_reg[31]}},{input_reg[7]},{input_reg[30:25]},{input_reg[11:8]},1'b0};
                        end
            7'b1101111: begin        
                        output_reg = {{20{input_reg[31]}},{input_reg[19:12]},{input_reg[20]},{input_reg[30:21]},1'b0};
                        end
            7'b0010011: begin
                        output_reg = {20'b0,input_reg[11:0]};
                        end
        endcase
    end
endmodule
module ALU_Ctrl(ALUOp,
                ins,
                ctrl,
);
    input [3:0] ins;
    input [1:0] ALUOp;
    output reg [3:0] ctrl;
    always @(*) begin
        case({ins[2:0],ALUOp})
            5'b00010: begin
                        if (ins[3]) ctrl = 4'b0110;  
                        else ctrl = 4'b0010;         
            end 
            5'b11110: ctrl = 4'b0000;                
            5'b11010: ctrl = 4'b0001;                
            5'b01010: ctrl = 4'b0111;                
            5'b10010: ctrl = 4'b1000;                
            5'b10110: begin
                        if (ins[3]) ctrl = 4'b0101;  
                        else ctrl = 4'b0100;         
            end
            5'b00110: ctrl = 4'b0011;                
            default: ctrl = 4'b0010;
        endcase
    end
endmodule
```
**flow/constraint.sdc**
```tcl
current_design CHIP

set clk_period 35.2
set clk_io_pct 0.2

create_clock -name clk0 -period $clk_period [get_ports {clk}]

set non_clock_inputs [all_inputs -no_clocks]
set_input_delay [expr $clk_period * $clk_io_pct] -clock clk0 $non_clock_inputs
set_output_delay [expr $clk_period * $clk_io_pct] -clock clk0 [all_outputs]
```
==> metrics.log <==
[metrics] run summary
[metrics] adder and majority gate portion of the synthesized area: between 2 and 3%
[metrics] Async S/R FF share, synth: 0%
[metrics] number of enable flip-flop cells: about 990
[metrics] dominant logic cell type in the layout: edfxtp_1
[metrics] reg2reg start: RF.Rreg[28][0]
[metrics] Cell Type Count: around 110
[metrics] Crit. End Element: primary output
[metrics] total setup violations reported at the end of the flow: 0
[metrics] final worst path period share: 65.7%
[metrics] half-perimeter wire length after placement: between 200000 and 250000 um
[metrics] Detail Route met3 WL: between 60000 and 70000 um
[metrics] terminus of the critical flop-to-flop path: RF.Rreg[15][24]
[metrics] Die Size: between 100000 and 150000 um^2
[metrics] maximum number of pins on one net before global-route repair: approximately 64
[metrics] post-synthesis share of cell area spent on and-or and or-and gates: approximately 18%
[metrics] HP Start: PC[1]
[metrics] Seq share, synth: approximately half
[metrics] setup slack after placement: ~12 ns
[metrics] total length of routed wires: approximately 340000 um
[metrics] count of H-tree levels built during CTS: 3
[metrics] Logic family by area: simple AND/OR/NAND/NOR gates
[metrics] status: complete, no violations
[metrics] mux cell area share after synthesis: around 3.8%
[metrics] number of global-route vias before repair: 55175
[metrics] DRC violation count after routing: 0
[metrics] clock-pin slew on the worst setup and hold paths: 0.06 ns
[metrics] total routing usage reported by global routing: about three fifths
[metrics] top library cells by usage in the layout, fill and taps aside: edfxtp_1, and3_1, a22oi_1
[metrics] mean instance size in the synthesized netlist: between 10 and 15 um^2
[metrics] setup slack, reg-to-reg: between 20 and 30 ns
[metrics] max layer used: met5
[metrics] Registers, synthesis: just over 1000
[metrics] final RePlAce weighted congestion: around 1.2
[metrics] Fmax: 43.2 MHz
[metrics] post-route standard cell area excluding fillers: between 60000 and 70000 um^2
[metrics] chip area estimate from yosys synthesis: a little under 60000 um^2
[metrics] Routed wire per std cell: 47.6 um
[metrics] setup repair after global routing missed its margin: false
[metrics] Max FO, Critical Path: a little over 40
[metrics] Crit path arrival time: approximately 16 ns
[metrics] # Cells Yosys: 5272
[metrics] total overflow reported by the global router: 0
[metrics] Max rail drop VDD: between 0.05 and 0.06 mV
[metrics] count of pins on the block boundary: around 160
[metrics] clk latency late pin: approximately 0.73 ns
[metrics] parity-gate share of the synthesized area counting xor and xnor cells: less than 1%
[metrics] Die H: 344 um
[metrics] root buffer cell: clkbuf_16
[metrics] dpl cell area: 63300 um^2
[metrics] number of DRC markers in iteration 0: about 7700
[metrics] cell area after synthesis: around 59000 um^2
[metrics] Fin Setup TNS: 0 ns
[metrics] Core ar.: approximately 120000 um^2
[metrics] length of routed met2 wiring: 131000 um
[metrics] PostCTS Resize Cnt: 0
[metrics] number of core rows: about 130
[metrics] Die Span X: about 340 um
[metrics] post-synthesis share of cell area spent on and, or, nand and nor gates: between 10% and 20%
[metrics] kind of path behind the tightest hold check: reg -> reg
[metrics] Worst Slack Setup Final: between 10 and 15 ns
[metrics] Max Transition Viols Final: 0
[metrics] average vias per placed instance: about 8.0
[metrics] layout cells sized above 1: around 14%
[metrics] First-pass DRT Iterations: 10
[metrics] worst path required time: ~28 ns
[metrics] YS warnings: 9
[metrics] slew at the pin closest to its max-slew limit: roughly 1.4 ns
[metrics] DRT antenna net count: 0
[metrics] antenna violations before repair: 29
[metrics] worst r2r path cells: 20
[metrics] worst clock skew on the final layout: approximately 0.045 ns
[metrics] CTS Hold Buffers Added: 0
[metrics] final hold slack: 0.712 ns
[metrics] Static Leak: ~26 nW
[metrics] first-pass GRT wire length: between 400000 and 500000 um
[metrics] Gate Count Post-Synth: roughly 5300
[metrics] area growth from synthesis to layout: 14.5%
[metrics] # Max-Cap Violations: 0
[metrics] Final min period: 23.13 ns
[metrics] number of post-CTS setup repair buffers: 0
[metrics] number of failing hold endpoints at the final stage: 0
[metrics] crit path launch type: input port
[metrics] length of routed wiring on met1: ~95000 um
[metrics] number of I/O port buffers: around 160
[metrics] power per cell area: about 56 nW/um^2
[metrics] maximum buffer depth of the clock tree: 3
[metrics] number of clock buffers inserted by TritonCTS: 106
[metrics] worst hold endpoint: PC[1]
[metrics] TritonCTS clock tree: built
[metrics] category of the critical setup timing path: in -> out
[metrics] number of cells on the worst hold path: 2
[metrics] clock sink count: slightly above 1000
[metrics] overall via count from detail_route: roughly 57000
[metrics] tool warnings: 89
[metrics] Worst slew margin: under 10%
[metrics] Floorplan Utilization: 50.4%
[metrics] total power consumption of the routed design: around 3.7 mW
[metrics] Most common reg cell: edfxtp_1
[critical path: stages]
cell and delay, ns:
clkdlybuf4s50_1 0.46, buf_4 0.43, and3b_2 0.47, buf_4 0.41, and3_1 0.29, a2111oi_0 0.46
nand4_1 0.37, o31ai_4 0.27, buf_4 0.57, inv_2 0.54, ha_1 0.42, fa_1 0.47
nor2b_1 0.17, o211ai_1 0.13, a31oi_1 0.36, a211oi_1 0.17, o31ai_1 0.75, nor2_1 0.08
o31ai_1 0.90, o211ai_1 0.23, nand2b_1 0.21, o22a_1 0.29, clkdlybuf4s50_1 0.45
[cells by family after synthesis]
group,count (synthesis)
muxes,183
buffers and inverters,552
xor gates and xnor gates,56
AOI/OAI and AO/OA,1364
adders and majority gates,131
and+or+nand+nor,1962
DFF,1024
[power by group]
group	total (mW)	internal, mW	switching (mW)	leakage [nW]
registers	1.51	1.50	0.00258	9.17
logic	1.06	0.290	0.767	14.6
clock network	1.19	0.683	0.502	1.74
[through the flow]
stage / util [%] / cells
finish: 57.7 / 7074
global route: 57.7 / 7057
CTS: 57.6 / 7036
detailed placement: 54.5 / 6839
global placement: 54.5 / 6839
floorplan: - / 5272
[worst max path at each step]
stage	start	to	cells past startpoint
CTS	mem_rdata_I[14]	mem_addr_D[30]	26
global route	mem_rdata_I[14]	mem_addr_D[30]	26
finish	mem_rdata_I[13]	mem_addr_D[16]	23
[cells in the mapped netlist (30+ instances only)]
library cell | count | area share [%]
edfxtp_1 | 992 | 51
ha_1 | 128 | 2.7
nor4_1 | 42 | 0.45
clkbuf_1 | 340 | 2.2
nand3b_1 | 30 | 0.38
nor2b_1 | 32 | 0.34
nand2_1 | 209 | 1.3
a211oi_1 | 42 | 0.54
mux2_2 | 34 | 0.65
a21o_1 | 39 | 0.50
a22o_1 | 61 | 0.91
inv_1 | 112 | 0.72
buf_2 | 52 | 0.44
a21oi_1 | 132 | 1.1
a221oi_1 | 73 | 1.1
and4_1 | 43 | 0.64
mux2i_1 | 121 | 2.1
dfxtp_1 | 32 | 1.1
o22ai_1 | 58 | 0.62
nand3_1 | 202 | 1.7
a22oi_1 | 338 | 4.3
nor3_1 | 61 | 0.52
and3_1 | 715 | 7.6
o21ai_0 | 133 | 1.1
nor2_1 | 296 | 1.9
or3_1 | 30 | 0.32
a2111oi_0 | 177 | 2.6
nand4_1 | 123 | 1.3
[state kept, by name, summed over array words and instances, names as in the netlist]
name	flops
PC	32
RF.Rreg	992
[layer usage]
metal,GRT usage (%),up-vias
met5,29.6,-
met3,48.7,2286
li1,-,21563
met4,52.0,102
met2,76.5,6459
met1,62.4,26321
[area by class of cell]
| cell class | instances | area (um^2) |
|---|---|---|
| Clock inverter | 77 | 863 |
| Sequential cell | 1024 | 30400 |
| Inverter | 115 | 432 |
| Timing Repair Buffer | 480 | 3970 |
| Multi-Input combinational cell | 3696 | 26600 |
| Clock buffer | 120 | 2770 |
| Fill cell | 9531 | 49100 |
| Tap cell | 1524 | 1910 |
| Antenna cell | 38 | 95.1 |
Power figures rest on the tool's default switching activity, not on a simulated workload.
